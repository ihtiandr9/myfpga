==> flow/design.v <==
module vga(input clock, output r, output g, output b, output hs, output vs);
reg [9:0] x = 10'b0;
reg [8:0] y = 9'b0;
parameter hzv =  640, hzf =   16, hzs =   96, hzb =   48, hzw =  800,
          vtv =  400, vtf =   12, vts =    2, vtb =   35, vtw =  449;
wire xborder = x == 10'd799;
wire yborder = y ==  9'd448;
wire visible = x >= hzb && x < hzb + hzv && y >= vtb  && y <= vtb + vtv;
assign hs = x  < hzb + hzv + hzf;
assign vs = y >= vtb + vtv + vtf;
assign {r, g, b} = visible ? 3'b111 : 3'b000;
always @(posedge clock) begin
    x <= xborder ? 1'b0 : x + 1'b1;
    y <= xborder && yborder ? 1'b0 : (xborder ? y + 1'b1 : y);
end
endmodule
==> flow/run.sh <==
#!/bin/bash
# OpenROAD 26Q1-2900-gdf79404cd8, Yosys 0.63+post, stock flow scripts
make -C /OpenROAD-flow-scripts/flow DESIGN_CONFIG=/design/flow/config.mk WORK_HOME=/design/flow/orfs finish
==> flow/config.mk <==
export PLATFORM = sky130hd
export DESIGN_NAME = vga
export DESIGN_NICKNAME = vga
export VERILOG_FILES = /design/flow/design.v
export SDC_FILE = /design/flow/constraint.sdc
export NUM_CORES = 4
export LEC_CHECK = 1
export CORE_AREA = 10 10 100 100
export DIE_AREA = 0 0 110 110
==> flow/constraint.sdc <==
current_design vga

set clk_period 3.3
set clk_io_pct 0.2

create_clock -name clk0 -period $clk_period [get_ports {clock}]

set non_clock_inputs [all_inputs -no_clocks]
set_input_delay [expr $clk_period * $clk_io_pct] -clock clk0 $non_clock_inputs
set_output_delay [expr $clk_period * $clk_io_pct] -clock clk0 [all_outputs]
==> impl_metrics.env <==
# flow metrics
export IMPL_hold_viol=0
export IMPL_edf_count=0
export IMPL_post_cts_buffers=0
export IMPL_seqCellArea_um2=380.4
export IMPL_rsz0062_at_grt="no"
export IMPL_drtIter0Drc=65
export IMPL_first_pass_iters=4
export IMPL_slew_viol_final=0
export IMPL_peakVddDrop_mv=0.08938
export IMPL_timing_hold_ws_ps=484.7
export IMPL_skew_ps=2.846
export IMPL_vias=780
export IMPL_grt_pass1_vias=670
export IMPL_tightestPinTransition_ps=278.6
export IMPL_ctsLongestPathBuffers=2
export IMPL_cts_hold_buffers=0
export IMPL_maxCapViolCount=0
export IMPL_grt_max_degree=13
export IMPL_io_buffers=5
export IMPL_logic_area_um2=526.8
export IMPL_die_width_um=110
export IMPL_fp_coreArea_mm2=0.007807
export IMPL_dieArea_mm2=0.01210
export IMPL_top_area_cell="dfxtp_1"
export IMPL_fmax_mhz=364.6
export IMPL_avgSynthCellArea_um2=8.331
export IMPL_ys_async_sr_fraction_pct=0
export IMPL_ys_flop_type="dfxtp_1"
export IMPL_top_cell="dfxtp_1"
export IMPL_yosysChipArea_um2=974.7
export IMPL_place_ws_ps=848.5
export IMPL_hold_class="reg2reg"
export IMPL_clkPwrFrac_pct=41.9
export IMPL_pwr_share_seq_pct=58.1
export IMPL_grt_remaining_overflow=0
export IMPL_ys_warn_count=1
export IMPL_synth_cell_types=33
export IMPL_path_clk_slew_ps=80
export IMPL_ys_ff=19
export IMPL_max_slew_margin_pct=81.40
export IMPL_routed_wl_um=1773
export IMPL_dp_cells=216
export IMPL_yosys_area_top_type_share_pct=39.02
export IMPL_post_drt_via_cell_ratio=3.545
export IMPL_switchingPower_w=0.00007998
export IMPL_finalSetupTns_ps=0
export IMPL_path_max_fanout=8
export IMPL_area_growth_syn_to_layout_pct=20.15
export IMPL_setup_slack_ps=557.1
export IMPL_cts_htree_levels=1
export IMPL_nFillCells=867
export IMPL_area_leaders="dfxtp_1 39%, xor2_1 5.4%, ha_1 5.1%, nand3_1 4.6%, a21oi_1 3.6%"
export IMPL_fp_util_pct=12.48
export IMPL_postRouteAntennaNets=0
export IMPL_die_height_um=110
export IMPL_syn_area_um2=974.7
export IMPL_start_kind="flop"
export IMPL_combPwrFrac_pct=0
export IMPL_dpl_hpwl_um=1271
export IMPL_fp_row_count=32
export IMPL_endpoint_kind="output pin"
export IMPL_ios=6
export IMPL_drive_gt1_share_pct=7.627
export IMPL_antenna_cells=0
export IMPL_setup_viol=0
export IMPL_period_used_pct=83.12
export IMPL_wire_per_inst_um=8.059
export IMPL_path_class="reg2out"
export IMPL_grt_pass1_wl_um=2967
export IMPL_synth_seq_share_pct=39.02
export IMPL_gp_congestion=0.8272
export IMPL_fin_cells=220
export IMPL_clk_latency_ps=250
export IMPL_top_cells_by_count="19 x dfxtp_1, 9 x nand3_1, 8 x inv_1, 8 x nand2_1"
export IMPL_cts_buffers=3
export IMPL_ctsResizeCount=0
export IMPL_p_int_w=0.0003140
export IMPL_worstPathRequired_ps=2640
export IMPL_period_minus_slack_ps=2743
export IMPL_ys_cells=117
export IMPL_status="finished, final reports clean"
export IMPL_finalPower_w=0.0003940
export IMPL_drc=0
export IMPL_track_usage_pct=2.801
export IMPL_leakage_nw=0.3986
export IMPL_cts_tree="built"
export IMPL_syn_inst=117
export IMPL_antenna_found_initial=0
export IMPL_cts_sinks=19
export IMPL_switching_share_pct=20.30
export IMPL_warning_count=28
export IMPL_cp_data_arrival_time_ps=2080
export IMPL_root_buffer="clkbuf_8"
export IMPL_p_per_area_mw_per_mm2=336.4
final timing paths:
kind                     start           endpoint  slack, ps  depth (start not counted)
max          y[1]$_SDFFE_PP0P_                  r        560                          6
min            x[0]$_SDFF_PP0_    x[0]$_SDFF_PP0_        480                          1
max reg2reg    x[0]$_SDFF_PP0_  y[7]$_SDFFE_PP0P_       1240                          5
min reg2reg    x[0]$_SDFF_PP0_    x[0]$_SDFF_PP0_        480                          1
cells by family (layout without fill, tap and decap cells):
family                     after synthesis  after routing  synth area share (%)
DFF                                     19             19                 39.02
adders and majority gates                4              4                 5.135
and+or+nand+nor                         45             45                 26.19
AOI/OAI and AO/OA                       22             22                 13.09
buffers and inverters                   17             18                 7.574
xor gates and xnor gates                10             10                 8.985
per-layer routing:
layer | global-route usage (%) | routed length [um] | vias to the layer above
met4 | 0.5576 | 34 | 0
met2 | 4.107 | 755 | 17
met3 | 0.3525 | 52 | 2
li1 | - | - | 406
met5 | 0 | 0 | -
met1 | 4.290 | 931 | 355
critical path, stage by stage, from the launching register on:
cell and delay, ps:
dfxtp_1 350, ha_1 310, inv_1 90, a211o_1 260, a31oi_1 170, o21a_1 170, clkdlybuf4s50_1 480
metrics by stage:
stage	util [%]	instance area, um^2
4_1_cts	15.00	1171
2_1_floorplan	-	974.7
3_5_place_dp	14.37	1122
6_report	15.00	1171
5_1_grt	15.00	1171
3_3_place_gp	14.37	1122
power groups by stage:
stage         clock (W)  combinational [W]  sequential (W)
finish         0.000165     0.000000000224        0.000229
global route   0.000186     0.000000000224        0.000229
CTS            0.000173     0.000000000224        0.000229
sequential cells by signal (all words and copies together), names as in the netlist:
register and cells:
y 9, x 10
layout make-up:
cell class / instances / share of cell area, %
multi-input cells: 81 / 44.98
flip-flops and latches: 19 / 32.48
well taps: 102 / 10.90
repair buffers: 6 / 4.915
clock buffers: 3 / 3.526
inverters: 8 / 2.564
clock inverters: 1 / 0.6410
layout by cell type, fill, tap and decap left out, types with 2 or more instances in the layout:
cell type         n
clkdlybuf4s50_1   5
and2_2            2
xnor2_1           4
or3_1             4
and4_1            2
dfxtp_1          19
xor2_1            6
inv_1             8
nand4_1           4
o21ai_0           7
nor2_1            7
a21oi_1           7
clkbuf_8          3
o21ai_1           2
nand3_1           9
ha_1              4
nand2_1           8
Power is estimated from default activity; no workload was simulated.
