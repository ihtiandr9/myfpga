$ cat /design/flow/run.sh
#!/bin/bash
# OpenROAD 26Q1-2900-gdf79404cd8, Yosys 0.63+post, stock flow scripts
make -C /OpenROAD-flow-scripts/flow DESIGN_CONFIG=/design/flow/config.mk WORK_HOME=/design/flow/orfs finish
$ cat /design/flow/config.mk
export PLATFORM = sky130hd
export DESIGN_NAME = counter
export DESIGN_NICKNAME = counter
export VERILOG_FILES = /design/flow/design.v
export SDC_FILE = /design/flow/constraint.sdc
export NUM_CORES = 4
export LEC_CHECK = 1
export CORE_AREA = 10 10 103 103
export DIE_AREA = 0 0 113 113
$ cat /design/flow/constraint.sdc
current_design counter

set clk_period 4.2
set clk_io_pct 0.2

create_clock -name clk0 -period $clk_period [get_ports {clk}]

set non_clock_inputs [all_inputs -no_clocks]
set_input_delay [expr $clk_period * $clk_io_pct] -clock clk0 $non_clock_inputs
set_output_delay [expr $clk_period * $clk_io_pct] -clock clk0 [all_outputs]
$ cat /design/flow/design.v
module counter(
  output reg [WIDTH-1 : 0] counter_out,
  input wire clk,
  input wire neg_reset);
  parameter WIDTH = 32;
  reg  [WIDTH-1 : 0] cnt;
  wire [WIDTH-1 : 0] neg;
  wire [WIDTH-1 : 0] cma;
  wire [WIDTH-1 : 0] cnt_bus;
  wire counter_reset = ~neg_reset;
  assign cnt_bus = cnt;
  assign neg = ~cnt_bus;
  assign cma = neg + 1;
  always @(posedge clk) begin
    case(counter_reset)
      1:  cnt <= 0;
      0:  cnt <= cnt + 1;
    endcase
  end
  always @(*) begin
    case(counter_reset)
      1:  counter_out = ~cnt;
      0:  counter_out = cnt;
    endcase
  end
endmodule  
==> out/writeup.txt <==
Yosys attributes the largest share of cell area to dfxtp_1 35%, xnor2_1 19%, mux2i_1 7.0%. The clock net sink count was 32. The area share of the leading cell type in the synthesized netlist works out to 34.7%. After the flow finishes, the layout carries non-filler instances totaling 351.

The number of global-route vias before repair was 1413. Setup repair after global routing left no endpoint under its margin. The final weighted congestion recorded by global placement is 0.795. The flow reported a cell area power density of 269 nW/µm².

Post-synth the commonest register cell is dfxtp_1. The share of the core filled by cells before placement was 22.3%. The total wire length is 4170 µm. The register with the most flip-flops was cnt. CTS built an H-tree with a depth of 2. With the half-perimeter wire length after detailed placement at 3010 µm, the number of failing hold endpoints at the final stage is 0. With the die height at 113 µm, the wire length of the first global-routing pass is 6740 µm. Entering global routing, the biggest net connects 61 pins. Summing all non-filler instances in the final layout gives an area of 2370 µm². The tools report the total die size as 12800 µm². The registers reported with the highest flop counts are cnt: 32 flops. The total negative slack was 0 ps. TritonCTS built the clock tree.

The run gives 0 for the number of antenna cells inserted. The final report gives the core utilization as 28.5%. Clock skew on the completed layout was measured at 4.51 ps. In the routed design, unresolved DRC markers number 0. Summed over all instances, the cell type with the most area after synthesis is dfxtp_1.

The tools report the total clock buffers created by CTS as 5. Max-cap violations in this run came to 0. The clock-pin slew reported for the worst setup and hold paths after clock tree synthesis came out at 70 ps.

The logs give 1510 for the number of vias after detailed routing and 363 MHz for the timing-limited maximum frequency. The flow ran to the end, and the final reports show no timing, DRC or antenna violations. The run gives 344 as the instance count after placement with tap cells included.

Looking at the gate-level netlist, the highest instance count belongs to xnor2_1. The run gives 1 as the total of warnings raised by yosys. Yosys reports a chip area of 1850 µm². The run gives 34.7% as the sequential cell area fraction in the yosys report. The total I/O pin count is 34. The worst path uses 65.6% of the clock period. In this run, the number of DRC markers left after iteration 0 of detailed routing was 94. Setup violations remaining at the end of the flow were counted as 0. In this run the worst path has a maximum fanout of 60.

Largest stage delay on the critical path: 500 ps. The worst hold-check path type is reg -> reg. The number of antenna violations at the first check in global routing is 0.

The maximum vdd ir drop is 0.0984 mV. The count of hold-fix buffers inserted at cts was 0. The final-report max-slew violation count came out at 0. The core region is 8300 µm².

For the pin with the worst max-slew slack, the measured transition is 824 ps. The logs give 4 for the count of TritonRoute iterations in the first routing pass and 217 for the synthesized instance count. The arrival time reported for the critical path endpoint came out at 1920 ps.

Global routing consumed, over all layers together, 6.19% of the routing resources. Cell leakage power: 0.799 nW. According to the floorplan log, the row count is 33. The internal power of the cells totals 0.498 mW. Yosys stat counts 217 cells in the synthesized netlist. The register with the most flip-flops in the layout has 32 of them. The run gives 25 for the number of warning messages in the logs. STA classifies the critical path startpoint as an input port. The critical path required time was 3360 ps; the share of final-layout standard cells stronger than drive strength 1 was 6.91%.

Per the run report, area growth between synthesis and finish was 28.1%. The tools report the number of post-CTS setup repair buffers as 0. Per the CTS log, the buffer count on the longest clock path is 2. The die width is 113 µm, and the source-to-sink clock delay at the later pin of the worst-skew pair is 280 ps. Sequential cells burn 48.8% of the power. The number of nets with antenna violations after detailed routing came out at 0. Number of buffers added on ports: 33.

Ranked by instance count, the synthesized netlist is headed by 41 x xnor2_1, 32 x dfxtp_1, 19 x nand2_1, 15 x nor2_1. The switching share of power is 21.9%, and the clock share of power is 40.1%. Dividing the detail-routed wire length by the instance count gives 11.9 µm.

Clock tree root driver cell: clkbuf_8. The number of synthesized register bits is 32. In this run, synthesis inferred 0 flip-flops with an integrated enable. The critical setup path kind was in -> out. The final critical delay including setup and external delays is 2760 ps, and the ratio of routed vias to standard cells is 4.30. The standard cell with the maximum stage delay on the critical path is clkdlybuf4s50_1. Per the synthesis report, the number of distinct cell types is 31. STA classifies the critical path endpoint as an output port. In this run the mean area of a mapped cell was 8.52 µm². The logs give 0 for the number of instances resized during post-cts repair and 1850 µm² for the cell area after synthesis. In this run the cell area measured after placement is 2270 µm². The power share of the combinational group was 11.1%. Yosys reported that registers with async set or reset make up 0%. Walking the worst path, the cells encountered are buf_2 > buf_12 > xnor2_1 > clkdlybuf4s50_1. Across all checked pins, the minimum headroom to the slew limit is 44.6%.

The net switching power in the latest report is 0.140 mW. Summed over all layers, the global routing overflow is 0.
-- layer usage --
layer	vias up	share of wire [%]	track usage, %
met5	-	0	0
met4	0	0.60	0.846
met3	4	6.0	2.08
met2	28	44	10.1
met1	680	49	7.94
li1	798	-	-
-- metrics by stage --
step / power (mW) / hold slack (ps) / worst slack [ps]
6_report: 0.638 / 490 / 1440
5_1_grt: 0.662 / 518 / 1350
4_1_cts: 0.645 / 492 / 1420
3_5_place_dp: 0.392 / 482 / 1420
3_3_place_gp: 0.392 / 473 / 1430
2_1_floorplan: 0.347 / 458 / 1850
-- power groups by stage --
| stage | sequential (mW) | clock [mW] | combinational [mW] |
|---|---|---|---|
| global route | 0.312 | 0.270 | 0.0803 |
| finish | 0.311 | 0.255 | 0.0709 |
| CTS | 0.311 | 0.260 | 0.0742 |
-- worst paths after layout --
kind              from              end  slack (ps)  depth (start not counted)
max          neg_reset  counter_out[21]        1440                          4
min            cnt[31]          cnt[31]         490                          2
max reg2reg     cnt[2]          cnt[31]        2070                          4
min reg2reg    cnt[31]          cnt[31]         490                          2
-- final cells by class --
class,instances,area (µm²)
clock buffer,7,96.3
fill,849,5930
inverter,5,18.8
multi-input combinational,168,1130
sequential,32,641
tap,105,131
timing repair buffer,34,345
-- cells in the final DEF, fill, tap and decap left out, types with 2 or more instances in the layout --
cell type | synthesis | layout
a21oi_1 | 6 | 6
and3_1 | 4 | 4
clkbuf_8 | 0 | 7
clkdlybuf4s50_1 | 0 | 32
dfxtp_1 | 32 | 32
inv_1 | 4 | 4
mux2i_1 | 13 | 13
nand2_1 | 19 | 19
nand2b_1 | 13 | 13
nand3_1 | 12 | 12
nand4_1 | 13 | 13
nand4_2 | 2 | 2
nor2_1 | 15 | 15
nor3_1 | 5 | 5
nor3_2 | 2 | 2
nor4_1 | 4 | 4
o21ai_0 | 4 | 4
or3_1 | 4 | 4
xnor2_1 | 41 | 41
xor2_1 | 2 | 2
-- worst max-delay path, delay by kind of cell --
| family | cells | cell delay [ps] |
|---|---|---|
| xor gates and xnor gates | 1 | 170 |
| buffers and inverters | 3 | 890 |
-- cell families (layout without fill, tap and decap cells) --
| logic type | count (synthesis) | count (layout) | share of synthesized area [%] |
|---|---|---|---|
| simple gates | 99 | 99 | 29.7 |
| xor+xnor | 43 | 43 | 20.4 |
| flops | 32 | 32 | 34.7 |
| buf+inv | 17 | 46 | 3.93 |
| mux | 13 | 13 | 7.04 |
| compound gates | 12 | 12 | 3.66 |
| fa+ha+maj | 1 | 1 | 0.677 |
Power and IR drop assume default switching activity.
