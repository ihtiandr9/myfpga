==> design/flow/design.v <==
module blink #(parameter counts_1Hz = 50000000)
(
    input wire clk,
    output wire LED);
reg [31:0] counter;
reg LED_status;
initial begin
    counter <= 32'b0;
    LED_status <= 1'b0;
end
always @ (posedge clk) begin
    counter <= counter + 1'b1;
    if (counter == counts_1Hz - 1) begin
        LED_status <= !LED_status;
        counter <= 32'b0;
    end
end
assign LED = LED_status;
endmodule
==> design/flow/constraint.sdc <==
current_design blink

set clk_period 3.8
set clk_io_pct 0.2

create_clock -name clk0 -period $clk_period [get_ports {clk}]

set non_clock_inputs [all_inputs -no_clocks]
set_input_delay [expr $clk_period * $clk_io_pct] -clock clk0 $non_clock_inputs
set_output_delay [expr $clk_period * $clk_io_pct] -clock clk0 [all_outputs]
==> design/flow/run.sh <==
#!/bin/bash
# OpenROAD 26Q1-2900-gdf79404cd8, Yosys 0.63+post, stock flow scripts
make -C /OpenROAD-flow-scripts/flow DESIGN_CONFIG=/design/flow/config.mk WORK_HOME=/design/flow/orfs finish
==> design/flow/config.mk <==
export PLATFORM = sky130hd
export DESIGN_NAME = blink
export DESIGN_NICKNAME = blink
export VERILOG_FILES = /design/flow/design.v
export SDC_FILE = /design/flow/constraint.sdc
export NUM_CORES = 4
export LEC_CHECK = 1
export CORE_UTILIZATION = 30
==> impl_metrics.env <==
# implementation run metrics
export IMPL_diodes=0
export IMPL_wirelength_mm=3.09
export IMPL_min_period_ps=2170
export IMPL_min_path_cells=1
export IMPL_die_w_um=75.2
export IMPL_dieHeight_um=75.2
export IMPL_routedWlPerCell_um=12.6
export IMPL_hold_slack_ps=460
export IMPL_synth_area_per_cell_sq_um=9.33
export IMPL_cts_setup_buffers=0
export IMPL_drt_iter0_markers=64
export IMPL_worstPathCellList="ha_1, and4_1, nand4_1, nor3_2"
export IMPL_relSlewSlack_pct=41.2
export IMPL_gp_congestion=0.837
export IMPL_drive_gt1_share_pct=8.57
export IMPL_r2r_cells=4
export IMPL_chipArea_sq_um=5650
export IMPL_critPathMaxFanout=14
export IMPL_tritoncts="yes"
export IMPL_antenna_found_initial=0
export IMPL_worst_setup_path_start_kind="flip-flop"
export IMPL_ys_cells=172
export IMPL_ctsResizeCount=0
export IMPL_fin_crit_sh_pct=57.1
export IMPL_vias=1228
export IMPL_grt_overflow=0
export IMPL_synth_area_sq_um=1610
export IMPL_clock_sinks=33
export IMPL_drc=0
export IMPL_cts_htree_levels=2
export IMPL_tightestPinTransition_ps=877
export IMPL_critPathMaxStageDelay_ps=700
export IMPL_fp_util_pct=31.2
export IMPL_end_kind="flip-flop"
export IMPL_grt_pass1_vias=1150
export IMPL_p_per_area_nw_per_um2=339
export IMPL_synth_edff_count=1
export IMPL_postSynthCellCount=172
export IMPL_maxSlewViolCount=0
export IMPL_holdCritPathClass="flip-flop to flip-flop"
export IMPL_cp_required_ps=3710
export IMPL_fin_skew_ps=5.38
export IMPL_grt_max_degree=15
export IMPL_grt_pass1_wl_mm=5.22
export IMPL_yosysSeqAreaShare_pct=41.8
export IMPL_num_rows=26
export IMPL_cts_max_path_buffers=2
export IMPL_core_sq_um=5140
export IMPL_insertion_delay_ps=280
export IMPL_area_growth_pct=9.20
export IMPL_postCtsHoldBufs=0
export IMPL_synth_flops=33
export IMPL_finalHoldViolCount=0
export IMPL_final_util_pct=34.1
export IMPL_crit_path_top_delay_cell="nor3_2"
export IMPL_synth_warnings=1
export IMPL_warning_count=25
export IMPL_synth_async_reset_ratio_pct=0
export IMPL_max_freq_mhz=461
export IMPL_cp_arrival_ps=2080
export IMPL_portBuffers=1
export IMPL_clkTransAtPathRegs_ps=60
export IMPL_flop_cell="dfxtp_1"
export IMPL_power_leakage_nw=0.593
export IMPL_synth_distinct_cells=36
export IMPL_path_class="flip-flop to flip-flop"
export IMPL_rsz0062_at_grt="no"
export IMPL_numCtsBuffers=5
export IMPL_finalSetupTns_ps=0
export IMPL_max_cap_viol_count=0
export IMPL_cts_root_buf="clkbuf_8"
export IMPL_peakVddDrop_mv=0.177
export IMPL_ioPinCount=2
export IMPL_first_pass_iters=4
export IMPL_status="complete, no violations"
export IMPL_viasPerCell=5.01
export IMPL_drtAntennaViolNets=0
export IMPL_setup_viol=0
export IMPL_yosys_area_sq_um=1610
export IMPL_dp_hpwl_mm=2.24
export IMPL_grt_usage_pct=12.3
cells in the final DEF, fill, tap and decap left out, drive strengths merged, types with 2 or more instances in the layout:
master,n
a21oi,6
and2,4
and3,7
and4,7
clkbuf,6
clkinv,2
dfxtp,32
inv,2
nand2,10
nand3,11
nand4,14
nand4b,2
nor2,10
nor3,9
nor4,6
nor4b,3
o21ai,5
o31ai,2
or3,3
or4,3
xnor2,17
xor2,5
kinds of logic after synthesis:
logic type	share of synthesized area, %
AOI/OAI and AO/OA	5.38
xor gates and xnor gates	12.0
adders and majority gates	0.779
buffers and inverters	2.49
DFF	41.8
muxes	0.624
and+or+nand+nor	36.9
synthesized netlist by cell type, drive strengths merged (4+ instances only):
cell,instances,area share (%)
nand2,10,2.3
and2,4,1.6
o21ai,5,1.6
nor2,10,2.3
nand3,11,3.7
buf,6,2.0
nor3,9,3.4
dfxtp,32,40
xnor2,17,9.3
xor2,5,2.7
nand4,14,7.3
a21oi,6,1.9
and4,7,3.9
and3,7,2.7
nor4,6,2.7
worst paths after layout:
path / from / slack [ps] / endpoint
max: counter[0]$_SDFF_PN0_ / 1630 / LED_status$_DFFE_PN_
min: counter[0]$_SDFF_PN0_ / 460 / counter[0]$_SDFF_PN0_
max reg2reg: counter[0]$_SDFF_PN0_ / 1630 / LED_status$_DFFE_PN_
min reg2reg: counter[0]$_SDFF_PN0_ / 460 / counter[0]$_SDFF_PN0_
stage by stage:
step	cell area (sq um)	setup slack [ps]	total power, mW	cells
floorplan	1610	2050	0.355	172
global placement	1670	1660	0.355	237
detailed placement	1670	1640	0.355	237
CTS	1750	1620	0.602	245
global route	1750	1480	0.623	245
finish	1750	1630	0.594	245
worst max-delay path: cells and delay by family (launching register included):
kind	cells	cell delay [ps]
AND/OR/NAND/NOR	3	1200
adder cells (fa/ha/maj)	1	230
flip-flops	1	370
per-layer routing:
| layer | track usage, % | vias to the layer above | share of wire (%) |
|---|---|---|---|
| li1 | - | 645 | - |
| met1 | 18.8 | 559 | 50 |
| met2 | 18.9 | 20 | 43 |
| met3 | 2.17 | 4 | 5.3 |
| met4 | 2.26 | 0 | 1.5 |
| met5 | 0 | - | 0 |
report_power, final:
part / internal [mW] / leakage (nW) / switching (mW)
Clock: 0.127 / 0.0450 / 0.121
Combinational: 0 / 0.279 / 0
Sequential: 0.347 / 0.269 / 0
Total: 0.474 / 0.593 / 0.121
sequential cells by signal, indices dropped and copies added (netlist names):
signal and count:
LED_status 1, counter 32
area by class of cell:
class | count | area (sq um)
Multi-Input combinational cell | 131 | 895
Tap cell | 70 | 87.6
Fill cell | 545 | 3390
Timing Repair Buffer | 1 | 10.0
Clock inverter | 2 | 10.0
Sequential cell | 33 | 671
Inverter | 2 | 7.51
Clock buffer | 6 | 72.6
No activity file was given, so power comes from the tool's default toggle rates.
